==> ./run.sh <==
#!/bin/bash
# OpenROAD 26Q1-2900-gdf79404cd8, Yosys 0.63+post, stock flow scripts
make -C /OpenROAD-flow-scripts/flow DESIGN_CONFIG=/design/flow/config.mk WORK_HOME=/design/flow/orfs finish
==> ./config.mk <==
export PLATFORM = sky130hd
export DESIGN_NAME = top_traffic_light_cntrl
export DESIGN_NICKNAME = top_traffic_light_cntrl
export VERILOG_FILES = /design/flow/design.v
export SDC_FILE = /design/flow/constraint.sdc
export NUM_CORES = 4
export LEC_CHECK = 1
export CORE_UTILIZATION = 40
==> ./constraint.sdc <==
current_design top_traffic_light_cntrl

set clk_period 3.7
set clk_io_pct 0.2

create_clock -name clk0 -period $clk_period [get_ports {clk}]

set non_clock_inputs [all_inputs -no_clocks]
set_input_delay [expr $clk_period * $clk_io_pct] -clock clk0 $non_clock_inputs
set_output_delay [expr $clk_period * $clk_io_pct] -clock clk0 [all_outputs]
==> ./design.v <==
module sec_timer 
(
    input  wire clk,
    input  wire reset_n,
    input  wire rst_count,
    output reg  one_sec_timer,
    output reg  five_sec_timer
);
    localparam FREQ = 50 * 1000 * 1000;  
localparam DELAY_IN_SEC = 5;
reg [25:0]  count;                     
reg [5:0]   sec_count;
always @(posedge clk or negedge reset_n) 
begin
    if (!reset_n) 
        begin
            count <= 26'h0;
            sec_count <= 5'h0;
            one_sec_timer <= 0;
            five_sec_timer <= 0;
        end 
    else begin
        if (rst_count == 1) begin
            count <= 3'b0;
            sec_count <= 5'h0;
            one_sec_timer <= 0; 
            five_sec_timer <= 0;            
        end
        else if (count == FREQ * 1) begin                           
            count <= 'b0;
            one_sec_timer <= 1;
            if (sec_count == DELAY_IN_SEC - 1) begin         
                sec_count <= 5'h0;
                five_sec_timer <= 1;
            end
            else begin
                sec_count <= sec_count + 1;
                five_sec_timer <= 0;
            end
        end 
        else begin  
            one_sec_timer <= 0;  
            count <= count + 1;
            five_sec_timer <= 0;
            sec_count <= sec_count;
        end   
    end
end
endmodule
module top_traffic_light_cntrl 
(
    input  wire     clk,
    input  wire     reset_n,
    output reg [1:0] n_light,        
    output reg [1:0] e_light,        
    output reg [1:0] s_light,        
    output reg [1:0] w_light         
);
wire       w_rst_count;
wire       w_one_sec_timer;
wire       w_five_sec_timer;
traffic_light_cntrl traffic_light_cntrl_inst(
    .clk                 (clk           ),
    .reset_n             (reset_n       ),
    .rst_count           (w_rst_count     ),         
    .one_sec_timer       (w_one_sec_timer ),             
    .five_sec_timer      (w_five_sec_timer),  
    .n_light             (n_light       ),
    .e_light             (e_light       ),
    .s_light             (s_light       ),
    .w_light             (w_light       ) 
);
sec_timer sec_timer_inst
(
    .clk                 (clk           ),   
    .reset_n             (reset_n       ),       
    .rst_count           (w_rst_count     ),         
    .one_sec_timer       (w_one_sec_timer ),             
    .five_sec_timer      (w_five_sec_timer)             
);
endmodule
module traffic_light_cntrl 
(
    input  wire     clk,
    input  wire     reset_n,
    input  wire     one_sec_timer,
    input  wire     five_sec_timer,
    output reg      rst_count,
    output reg [1:0] n_light,        
    output reg [1:0] e_light,        
    output reg [1:0] s_light,        
    output reg [1:0] w_light         
);
typedef enum reg [3:0] {
    IDLE,   
    S0,     
    S1,     
    S2,     
    S3,      
    S4,
    S5,
    S6,
    S7
} state_t;
reg [3:0] state, next_state;
localparam RED    = 2'b00;
localparam YELLOW = 2'b01;
localparam GREEN  = 2'b10;
always @(posedge clk or negedge reset_n) 
begin
    if (!reset_n) begin
        state <= IDLE;
    end else begin
        state <= next_state;  
    end     
end
always @(*) 
begin
    next_state = state;
    n_light = RED;
    e_light = RED;
    s_light = RED;
    w_light = RED;
    rst_count = 0;
    case (state)
        IDLE: begin
            n_light = YELLOW;
            e_light = YELLOW;
            s_light = YELLOW;
            w_light = YELLOW;
            next_state = S0;
        end
        S0: begin
            n_light = GREEN;
            e_light = RED;
            s_light = RED;
            w_light = RED;
            next_state = S0;
            if (five_sec_timer == 1) begin  
                next_state = S1;
                rst_count = 1;
            end
        end
        S1: begin
            n_light = YELLOW;
            e_light = YELLOW;
            s_light = RED;
            w_light = RED;
            next_state = S1;
            if (one_sec_timer == 1) begin  
                next_state = S2;
                rst_count = 1;
            end
        end
        S2: begin
            n_light = RED;
            e_light = GREEN;
            s_light = RED;
            w_light = RED;
            next_state = S2;
            if (five_sec_timer == 1) begin  
                next_state = S3;
                rst_count = 1;
            end
        end
        S3: begin
            n_light = RED;
            e_light = YELLOW;
            s_light = YELLOW;
            w_light = RED;
            next_state = S3;
            if (one_sec_timer == 1) begin  
                next_state = S4;
                rst_count = 1;
            end
        end
        S4: begin
            n_light = RED;
            e_light = RED;
            s_light = GREEN;
            w_light = RED;
            next_state = S4;
            if (five_sec_timer == 1) begin  
                next_state = S5;
                rst_count = 1;
            end
        end
        S5: begin
            n_light = RED;
            e_light = RED;
            s_light = YELLOW;
            w_light = YELLOW;
            next_state = S5;
            if (one_sec_timer == 1) begin  
                next_state = S6;
                rst_count = 1;
            end
        end
        S6: begin
            n_light = RED;
            e_light = RED;
            s_light = RED;
            w_light = GREEN;
            next_state = S6;
            if (five_sec_timer == 1) begin  
                next_state = S7;
                rst_count = 1;
            end
        end
        S7: begin
            n_light = YELLOW;
            e_light = RED;
            s_light = RED;
            w_light = YELLOW;
            next_state = S7;
            if (one_sec_timer == 1) begin  
                next_state = S0;
                rst_count = 1;
            end
        end
        default : begin
            n_light = YELLOW;
            e_light = YELLOW;
            s_light = YELLOW;
            w_light = YELLOW;
            next_state = IDLE;
        end
    endcase
end
endmodule
==> impl_metrics.env <==
# source this file to load flow results
export IMPL_rsz0062_at_grt="no"
export IMPL_cap_viol_max_count=0
export IMPL_grt_pass1_wl_mm=7.89
export IMPL_log_warning_count=27
export IMPL_grt_pass1_vias=1660
export IMPL_wl_met1_mm=2.05
export IMPL_simple_gate_share=0.268
export IMPL_reg2regPathDepth=5
export IMPL_yosysMostFrequentCell="dfrtp_1"
export IMPL_vdd_drop_max_mv=0.124
export IMPL_mux_area_frac=0.0132
export IMPL_drtIter0Drc=88
export IMPL_synth_area_top_cells="dfrtp_1, xnor2_1, nor2_1, inv_1, nand2_1"
export IMPL_chipHeight_um=77.4
export IMPL_htree_levels=2
export IMPL_synth_cellmix_compoundShare=0.103
export IMPL_ys_sh_xor=0.0578
export IMPL_fmax_mhz=362
export IMPL_hpwlAfterDp_mm=2.93
export IMPL_tightest_slew_ns=0.530
export IMPL_worstPathRequired_ns=2.96
export IMPL_start_kind="flip-flop"
export IMPL_power_density_nw_per_um2=310
export IMPL_common_cells="dfrtp_1, nor2_1, inv_1"
export IMPL_wl_met3_um=226
export IMPL_post_route_period_util=0.747
export IMPL_rows=27
export IMPL_clock_sinks=43
export IMPL_ant_nets=0
export IMPL_ys_cells=246
export IMPL_ff_type="dfrtp_1"
export IMPL_die_w_um=77.4
export IMPL_hold_violations=0
export IMPL_grt_overflow_total=0
export IMPL_critPathMaxFanout=6
export IMPL_syn2layout_area_growth_pct=9.14
export IMPL_route_final_wire_length_mm=4.32
export IMPL_synthArstFlopShare=1.00
export IMPL_status="complete, no violations"
export IMPL_leakagePower_nw=0.977
export IMPL_drive_gt1_frac=0.0760
export IMPL_final_util=0.450
export IMPL_wl_per_cell_um=13.4
export IMPL_top_layer="met4"
export IMPL_synth_yosys_seq_area_share=0.474
export IMPL_io_pins=10
export IMPL_grt_max_degree=44
export IMPL_route_met2_wl_mm=1.98
export IMPL_path_class="flip-flop to primary output"
export IMPL_worstPathArrival_ns=2.02
export IMPL_postCtsHoldBufs=0
export IMPL_tns_ns=0
export IMPL_io_buffers=9
export IMPL_drv_slew=0
export IMPL_syn_area_sq_um=2270
export IMPL_core_area_sq_um=5510
export IMPL_postSynthCellCount=246
export IMPL_ys_area_sq_um=2270
export IMPL_first_pass_iters=4
export IMPL_cts_resized=0
export IMPL_n_antenna_cell=0
export IMPL_vias=1778
export IMPL_edf_count=0
export IMPL_netlist_logic_family_top="simple AND/OR/NAND/NOR gates"
export IMPL_fin_ws_ns=0.935
export IMPL_fin_crit_ns=2.76
export IMPL_cts_setup_buffers=0
export IMPL_cp_end_kind="primary output"
export IMPL_dieArea_sq_um=5990
export IMPL_top_cell_area_share=0.463
export IMPL_grt_usage=0.167
export IMPL_place_congestion=0.811
export IMPL_drc=0
export IMPL_antenna_found_initial=0
export IMPL_adder_share=0.0220
export IMPL_avgSynthCellArea_sq_um=9.24
export IMPL_cts_buffers=5
export IMPL_max_slew_margin=0.647
export IMPL_ys_warnings_count=2
export IMPL_cts_tree="built"
export IMPL_clock_root_buffer="clkbuf_8"
export IMPL_clock_latency_ns=0.29
export IMPL_synth_cell_types=37
export IMPL_cts_clk_slew_worst_paths_ns=0.08
export IMPL_setup_viol=0
export IMPL_viasPerCell=5.52
export IMPL_max_clock_path_buffers=2
export IMPL_initial_utilization=0.413
export IMPL_yosysTopAreaCell="dfrtp_1"
export IMPL_fillers=508
export IMPL_pre_cts_slack_ns=1.25
export IMPL_synth_seq_cells=43
export IMPL_min_path_type="primary input to async pin"
export IMPL_clock_skew_final_ns=0.00328
-- cells in the final DEF, fill, tap and decap left out, types with 4 or more instances in the layout --
cell and instances:
a21oi_1 12, clkbuf_8 5, clkdlybuf4s50_1 8, dfrtp_1 42
ha_1 4, inv_1 19, nand2_1 18, nand3_1 9
nand4_1 9, nor2_1 21, nor3_1 11, nor4_1 8
o21ai_0 13, o31ai_1 6, or3_1 9, or4_1 9
xnor2_1 13
-- through the flow --
step | total power [mW] | cell area (sq um) | hold slack [ns] | std cells
2_1_floorplan | 0.480 | 2270 | 0.444 | 246
3_3_place_gp | 0.491 | 2400 | 0.500 | 314
3_5_place_dp | 0.491 | 2400 | 0.500 | 314
4_1_cts | 0.782 | 2480 | 0.510 | 322
5_1_grt | 0.802 | 2480 | 0.538 | 322
6_report | 0.768 | 2480 | 0.508 | 322
-- routing by layer --
| metal | vias up | track usage |
|---|---|---|
| met1 | 856 | 0.269 |
| met4 | 0 | 0.0208 |
| met5 | - | 0 |
| met3 | 7 | 0.0299 |
| li1 | 873 | - |
| met2 | 42 | 0.251 |
-- flip-flops by register name (all words and copies together), names as in the netlist --
name,count
sec_timer_inst.one_sec_timer,1
sec_timer_inst.sec_count,6
sec_timer_inst.count,26
sec_timer_inst.five_sec_timer,1
traffic_light_cntrl_inst.state,9
-- worst paths after layout --
check | to | slack [ns] | from
max | n_light[0] | 0.94 | traffic_light_cntrl_inst.state[5]
min | sec_timer_inst.count[6] | 0.51 | reset_n
max reg2reg | sec_timer_inst.count[22] | 1.61 | sec_timer_inst.count[0]
min reg2reg | sec_timer_inst.count[0] | 0.51 | sec_timer_inst.count[0]
max in group asynchronous | traffic_light_cntrl_inst.state[0] | 2.82 | reset_n
min in group clk0 | sec_timer_inst.count[0] | 0.51 | sec_timer_inst.count[0]
-- critical path, cell delays in order, from the launching register on --
cell and delay [ns]:
dfrtp_1 0.41, or4_1 0.65, nor3_1 0.19, clkdlybuf4s50_1 0.48
-- area by class of cell --
cell class / instances / area, sq um / share of cell area
clock inverters: 3 / 15.0 / 0.00605
multi-input cells: 169 / 1060 / 0.426
flip-flops and latches: 43 / 1080 / 0.434
well taps: 72 / 90.1 / 0.0363
clock buffers: 5 / 68.8 / 0.0277
inverters: 19 / 71.3 / 0.0288
repair buffers: 11 / 100 / 0.0404
-- kinds of logic (layout without fill, tap and decap cells) --
group,Yosys count,after routing
adder cells (fa/ha/maj),4,4
other,1,1
multiplexers,3,3
buffers and inverters,34,38
AND-OR/OR-AND,37,37
flip-flops,43,43
XOR/XNOR,15,15
AND/OR/NAND/NOR,109,109
-- power by group --
group	internal (mW)	switching, mW
Combinational	0.00122	0.00888
Clock	0.129	0.158
Sequential	0.470	0.000150
Total	0.601	0.167
Power is estimated from default activity; no workload was simulated.
