**./run.sh**
```bash
#!/bin/bash
# OpenROAD 26Q1-2900-gdf79404cd8, Yosys 0.63+post, stock flow scripts
make -C /OpenROAD-flow-scripts/flow DESIGN_CONFIG=/design/flow/config.mk WORK_HOME=/design/flow/orfs finish
```
**./config.mk**
```make
export PLATFORM = sky130hd
export DESIGN_NAME = elevator
export DESIGN_NICKNAME = elevator
export VERILOG_FILES = /design/flow/design.v
export SDC_FILE = /design/flow/constraint.sdc
export NUM_CORES = 4
export LEC_CHECK = 1
export CORE_AREA = 10 10 76 76
export DIE_AREA = 0 0 86 86
```
**./constraint.sdc**
```tcl
current_design elevator

set clk_period 1.6
set clk_io_pct 0.2

create_clock -name clk0 -period $clk_period [get_ports {clk}]

set non_clock_inputs [all_inputs -no_clocks]
set_input_delay [expr $clk_period * $clk_io_pct] -clock clk0 $non_clock_inputs
set_output_delay [expr $clk_period * $clk_io_pct] -clock clk0 [all_outputs]
```
**./design.v**
```verilog
module elevator(
		input        clk,
		input 	     rst,
		input  [3:0] req_floor,     
		output [3:0] rec_floor      
		);
	reg [3:0]  cur_floor = 4'b0001;
	reg [15:0] counter;                
always@(posedge clk) begin
    if (rst) begin
        counter <= 4'b0;
    end else if (counter < 4'b1000) begin
        counter <= counter + 1; 
    end else
        counter <= 4'b0; 
    end
always@(posedge counter[3]) begin
if (req_floor < cur_floor) 
begin
  if (cur_floor == 4'b0001) begin    
    cur_floor <= 4'b0001;
  end else begin
    cur_floor <= cur_floor >> 1;  
  end 
end else if (req_floor > cur_floor) begin
  cur_floor <= cur_floor << 1;
end else if (req_floor == cur_floor) begin
  cur_floor <= req_floor;
end
end
assign rec_floor = cur_floor;
endmodule
```
==> impl_metrics.json <==
{
  "status": "completed",
  "drv_slew": 0,
  "final_util": 0.233,
  "compound_area_frac": 0.0456,
  "first_iter_violations": 5,
  "p_int_mw": 0.606,
  "dr.pass1.iters": 2,
  "ir_worst_vdd_uv": 584,
  "fin_crit_sh": 0.678,
  "cp_num_buf_inv": 1,
  "swShare": 0.180,
  "mux_area_frac": 0.0702,
  "warning_count": 25,
  "setup_tns_ns": 0,
  "ant_nets": 0,
  "netlist_area_um2": 713,
  "unclocked_pins": 4,
  "routedWlPerCell_um": 7.63,
  "dr_total_vias": 452,
  "grt_usage": 0.0275,
  "rows": 23,
  "yosys_area_um2": 713,
  "fp_util": 0.173,
  "adder_share": 0.0877,
  "critPathKind": "in2reg",
  "grt_max_degree": 9,
  "cp.arrival_ns": 1.25,
  "p_per_area_nw_per_um2": 770,
  "setup_viol": 0,
  "via_per_inst": 3.30,
  "top_area_cell": "dfxtp_1",
  "maxCapViolCount": 0,
  "p_comb_frac": 0.056,
  "ctsHoldBuffers": 0,
  "syn_inst": 61,
  "crit_slowest_cell": "clkdlybuf4s50_1",
  "antenna_found_initial": 0,
  "clockRootBuffer": "clkbuf_8",
  "ys_async_sr_fraction": 0,
  "htreeDepth": 1,
  "simple_gate_share": 0.107,
  "yosys-top-cells-count": "dfxtp_1 (16), inv_1 (7), ha_1 (5), mux2i_1 (5), nor2_1 (5)",
  "most_common_cell": "dfxtp_1",
  "setup_slack_ns": 0.515,
  "grt-busiest-layer": "met2",
  "dp_slack_ns": 0.299,
  "overflow": 0,
  "first_global_vias": 439,
  "place_congestion": 0.772,
  "logic_family": "simple AND/OR/NAND/NOR gates",
  "io_buffers": 9,
  "hpwl_um": 861,
  "wirelength_um": 1050,
  "drc": 0,
  "switchingPower_mw": 0.133,
  "ys_seq_frac": 0.618,
  "required_ns": 1.77,
  "pwr-share-clk": 0.371,
  "postCtsSetupBuffers": 0,
  "ys.flop_type": "dfxtp_1",
  "pwr-share-seq": 0.573,
  "clk_pin_slew_ns": 0.05,
  "period_minus_slack_ns": 1.09,
  "antenna_cells": 0,
  "pin_count": 10,
  "crit_chain": "clkdlybuf4s50_1, nor4_1, nand4_1, nor2_1",
  "grt_use_met1": 0.0373,
  "edf_count": 4,
  "cts_resized": 0,
  "xor_share": 0.0246,
  "slowest_delay_ns": 0.41,
  "cts_buffers": 3,
  "ys_warn_count": 1,
  "yosysCellCount": 61,
  "met2_usage": 0.0412,
  "timing.fmax_mhz": 922,
  "critPathMaxFanout": 4,
  "avgSynthCellArea_um2": 11.7,
  "timing.hold.ws_ns": 0.456,
  "use_met3": 0.00953,
  "cts_buffer_depth": 2,
  "synth.top_cells.by_area": "dfxtp_1 (45%), edfxtp_1 (17%), ha_1 (8.8%), mux2i_1 (7.0%), inv_1 (3.7%)",
  "clock-skew-final_ns": 0.00246,
  "drive_above_1_share": 0.0575,
  "hold_viol_final": 0,
  "worstHoldPathType": "reg2reg",
  "insertion_delay_ns": 0.24,
  "critPathCaptureType": "flip-flop",
  "cts_tree": "built",
  "leakagePower_nw": 0.423,
  "area_delta_synth_final_pct": 34.6,
  "synth_cell_types": 18,
  "fp.dieH_um": 86,
  "grt_pass1_wl_um": 1780,
  "top_area_frac": 0.449,
  "core_area_um2": 4120,
  "die_w_um": 86,
  "path_delay_family": "simple AND/OR/NAND/NOR gates",
  "ys_ff": 20,
  "die_area_um2": 7400,
  "untimed_endpoints": 8,
  "rsz0062_at_grt": "no",
  "critPathLaunchType": "input pin"
}
layout make-up:
type	instances	area, um2
fill	422	3160
sequential	20	440
multi-input combinational	48	299
timing repair buffer	9	90.1
tap	50	62.6
clock buffer	3	41.3
inverter	7	26.3
cell families (layout without fill, tap and decap cells):
logic type,count (synthesis),in the layout
flip-flops,20,20
adder cells (fa/ha/maj),5,5
XOR/XNOR,2,2
buffers and inverters,7,19
AND-OR/OR-AND,5,5
other,2,16
AND/OR/NAND/NOR,15,15
multiplexers,5,5
per-layer routing:
| metal | wire [um] | vias to the layer above |
|---|---|---|
| met5 | 0 | - |
| met4 | 0 | 0 |
| met1 | 536 | 205 |
| met3 | 43 | 0 |
| li1 | - | 241 |
| met2 | 465 | 6 |
power by group through the flow:
stage	Combinational (mW)	Clock, mW	Sequential [mW]
CTS	0.0422	0.283	0.423
global route	0.0477	0.305	0.424
finish	0.0417	0.274	0.423
stage by stage:
| stage | power, mW | cells | cell area [um2] |
|---|---|---|---|
| detailed placement | 0.473 | 134 | 918 |
| global placement | 0.471 | 134 | 918 |
| finish | 0.739 | 137 | 960 |
| CTS | 0.748 | 137 | 960 |
| global route | 0.776 | 137 | 960 |
| floorplan | 0.454 | 75 | 766 |
worst paths after layout:
check               endpoint  startpoint  slack (ns)  cells past startpoint
setup / recovery  counter[1]         rst        0.51                      4
hold / removal    counter[0]  counter[0]        0.46                      1
setup reg to reg  counter[1]  counter[4]        0.57                      3
hold reg to reg   counter[0]  counter[0]        0.46                      1
registers in the layout, indices dropped and copies added (netlist names):
signal / flops
counter: 16
cur_floor: 4
worst reg2reg max path: stages, from the launching register on:
cell and delay, ns:
dfxtp_1 0.30, nor4_1 0.30, nand4_1 0.21, nor2_1 0.15
cell usage in the layout (no fill, tap or decap):
cell	n
a21boi_1	1
nand3_1	1
mux2i_1	5
inv_1	7
nor2_1	5
nand4_1	2
nor4_1	2
xnor2_1	1
dfxtp_1	16
nand2_1	4
ha_1	5
conb_1	16
clkdlybuf4s50_1	9
nor4_2	1
o21ai_2	1
edfxtp_1	4
clkbuf_8	3
a21oi_1	2
xor2_1	1
a31oi_1	1
Power is estimated from default activity; no workload was simulated.
