## flow/config.mk

```make
export PLATFORM = sky130hd
export DESIGN_NAME = top_timer_led
export DESIGN_NICKNAME = top_timer_led
export VERILOG_FILES = /design/flow/design.v
export SDC_FILE = /design/flow/constraint.sdc
export NUM_CORES = 4
export LEC_CHECK = 1
export CORE_UTILIZATION = 40
```

## flow/constraint.sdc

```tcl
current_design top_timer_led

set clk_period 3.9
set clk_io_pct 0.2

create_clock -name clk0 -period $clk_period [get_ports {clk_50m}]

set non_clock_inputs [all_inputs -no_clocks]
set_input_delay [expr $clk_period * $clk_io_pct] -clock clk0 $non_clock_inputs
set_output_delay [expr $clk_period * $clk_io_pct] -clock clk0 [all_outputs]
```

## flow/design.v

```verilog
module led_cntrl 
(
    input  wire clk_50m,
    input  wire reset_n,
    input  reg  one_sec_timer,
    input  reg  one_min_timer,
    input  reg  one_hour_timer,
    output reg  n_sec_led,
    output reg  n_min_led,
    output reg  n_hour_led       
);
localparam DELAY_IN_SEC = 1;
localparam DELAY_IN_MIN = 1;
localparam DELAY_IN_MIN_HR = 3;     
localparam SEC_WIDTH    = 6;
localparam MIN_WIDTH    = 6;
localparam HOUR_WIDTH   = 5;
reg [SEC_WIDTH - 1 : 0]     n_sec_count;
reg [MIN_WIDTH - 1 : 0]     n_min_count;
reg [HOUR_WIDTH - 1 : 0]    n_min_count1;
always @(posedge clk_50m or negedge reset_n) 
begin
    if (!reset_n) 
        begin
            n_sec_count     <= {(SEC_WIDTH-1){1'b0}};
            n_sec_led       <= 1'b0;
        end 
    else begin
        if (one_sec_timer == 1) 
        begin
            if (n_sec_count == DELAY_IN_SEC - 1) 
            begin
                n_sec_led      <= ~n_sec_led;
                n_sec_count    <= {(SEC_WIDTH-1){1'b0}};
            end
            else begin
                n_sec_led     <= n_sec_led;
                n_sec_count   <= n_sec_count + 1;                
            end
        end
        else n_sec_count <= n_sec_count;
    end
end
always @(posedge clk_50m or negedge reset_n) 
begin
    if (!reset_n) 
        begin
            n_min_count     <= {(MIN_WIDTH-1){1'b0}};
            n_min_led       <= 1'b0;
        end 
    else begin
        if (one_min_timer == 1) 
        begin
            if (n_min_count == DELAY_IN_MIN - 1) 
            begin
                n_min_led      <= ~n_min_led;
                n_min_count     <= {(MIN_WIDTH-1){1'b0}};
            end
            else begin
                n_min_led     <= n_min_led;
                n_min_count <= n_min_count + 1;
            end   
        end  
        else n_min_count <= n_min_count;
    end
end
always @(posedge clk_50m or negedge reset_n) 
begin
    if (!reset_n) 
        begin
            n_min_count1    <= {(HOUR_WIDTH-1){1'b0}};
            n_hour_led      <= 1'b0;
        end 
    else begin
        if (one_min_timer == 1)
        begin
            if (n_min_count1 == DELAY_IN_MIN_HR - 1) 
            begin
                n_hour_led      <= ~n_hour_led;
                n_min_count1    <= {(HOUR_WIDTH-1){1'b0}};
            end
            else begin
                n_hour_led     <= n_hour_led;
                n_min_count1 = n_min_count1 + 1;
            end 
        end
        else n_min_count1 <= n_min_count1;
    end
end
endmodule
module timer 
(
    input  wire clk_50m,
    input  wire reset_n,
    input  wire reset_timer,
    output reg  one_sec_timer,
    output reg  one_min_timer,
    output reg  one_hour_timer
);
    localparam FREQ = 50;                
localparam DELAY_IN_SEC = 5;
localparam SEC_TO_MIN  = 60;
localparam MIN_TO_HOUR = 60;
localparam HOUR_TO_DAY = 24;
localparam SEC_WIDTH    = 6;
localparam MIN_WIDTH    = 6;
localparam HOUR_WIDTH   = 5;
reg [25:0]                  count;                     
reg [SEC_WIDTH - 1 : 0]     sec_count;
reg [MIN_WIDTH - 1 : 0]     min_count;
reg [HOUR_WIDTH - 1 : 0]    hour_count;
always @(posedge clk_50m or negedge reset_n) 
begin
    if (!reset_n) 
        begin
            count           <= 26'h0;
            sec_count       <= {(SEC_WIDTH-1){1'b0}};
            min_count       <= {(MIN_WIDTH-1){1'b0}};
            hour_count      <= {(HOUR_WIDTH-1){1'b0}};
            one_sec_timer   <= 1'b0;
            one_min_timer   <= 1'b0;
            one_hour_timer  <= 1'b0;
        end 
    else begin
        if (reset_timer == 1) begin
            count           <= 3'b0;
            sec_count       <= {(SEC_WIDTH-1){1'b0}};
            min_count       <= {(MIN_WIDTH-1){1'b0}};
            hour_count      <= {(HOUR_WIDTH-1){1'b0}};
            one_sec_timer   <= 1'b0; 
            one_min_timer   <= 1'b0;
            one_hour_timer  <= 1'b0;
        end
        else if (count == FREQ * 1) begin                           
            count <= 'b0;
            one_sec_timer   <= 1'b1;
            if (sec_count == SEC_TO_MIN - 1) begin                   
                sec_count   <= {(SEC_WIDTH-1){1'b0}};
                if (min_count == MIN_TO_HOUR- 1) begin               
                    min_count       <= {(MIN_WIDTH-1){1'b0}};
                    one_min_timer   <= 1'b1;
                    if (hour_count == HOUR_TO_DAY- 1) begin          
                        hour_count      <= {(HOUR_WIDTH-1){1'b0}};
                        one_hour_timer  <= 1'b1;
                    end
                    else begin 
                        hour_count      <= hour_count + 1;
                        one_hour_timer  <= 1'b1;
                    end
                end
                else begin
                    min_count       <= min_count + 1;
                    one_min_timer   <= 1'b1;
                    one_hour_timer  <= 1'b0;
                end
            end   
            else begin
                sec_count       <= sec_count + 1;
                min_count       <= min_count;
                hour_count      <= hour_count;
                one_min_timer   <= 1'b0;
                one_hour_timer  <= 1'b0;
            end
        end 
        else begin                
            count          <= count + 1;
            sec_count      <= sec_count;
            one_sec_timer  <= 1'b0;
            one_min_timer  <= 1'b0;
            one_hour_timer <= 1'b0;
        end   
    end
end
endmodule
module top_timer_led 
(
    input  wire     clk_50m,
    input  wire     reset_n,
    input  wire     reset_timer,
    output wire     n_sec_led,     
    output wire     n_min_led,     
    output wire     n_hour_led      
);
wire       one_sec_timer;
wire       one_min_timer;
wire       one_hour_timer;
timer timer_inst
(
    .clk_50m              (clk_50m       ),         
    .reset_n              (reset_n       ),         
    .reset_timer          (reset_timer   ),             
    .one_sec_timer        (one_sec_timer ),               
    .one_min_timer        (one_min_timer ),               
    .one_hour_timer       (one_hour_timer)               
);
led_cntrl led_cntrl_inst
(
    .clk_50m              (clk_50m       ),               
    .reset_n              (reset_n       ),               
    .one_sec_timer        (one_sec_timer ),                     
    .one_min_timer        (one_min_timer ),                     
    .one_hour_timer       (one_hour_timer),                      
    .n_sec_led            (n_sec_led     ),                 
    .n_min_led            (n_min_led     ),                 
    .n_hour_led           (n_hour_led    )                
);
endmodule
```

## flow/run.sh

```bash
#!/bin/bash
# OpenROAD 26Q1-2900-gdf79404cd8, Yosys 0.63+post, stock flow scripts
make -C /OpenROAD-flow-scripts/flow DESIGN_CONFIG=/design/flow/config.mk WORK_HOME=/design/flow/orfs finish
```

==> results.txt <==
flow finished, numbers: share of layout cells above drive strength 1 7.17%, antenna viol nets, final 0, Min Hold Slack 0.471 ns, vias in the first global route 1809, Psw 213 µW, DR vias 1974, sequential share of power 61.0%, max_cap viols 0, final period utilization 52.5%, Final Hold Vio Count 0, die width 84.5 µm, I/O Pins 6, gp weighted congestion 0.829, CTS Buf Count 5, Die ar. 7140 µm², adder-cell share of the synthesized area 4.13%, Synth Flop Type dfrtp_1, first-pass GRT wire length 8020 µm, total gr overflow 0, number of enable flip-flop cells 0, Total Routing Usage GR 14.0%, Max Fclk 488 MHz, Seq/Total Area, Yosys 49.6%, Max Clock Skew 0.0110 ns, Clock Pin Slew Worst Setup and Hold Paths 0.10 ns, post-route cell area 2930 µm², die height 84.5 µm, largest net degree at the start of global routing 55, Post-Syn Instances 273, clock share of power 35.2%, Leak 0.00120 µW, Yosys warnings 2, initial DRC count 88, minimum clock period after layout 2.05 ns, FF+latch count, synth 54, count of final setup violators 0, xor/xnor share 8.04%, Worst setup SP type flip-flop, Synth Area per Inst 9.98 µm², diode count 0, Crit. End Element flip-flop, RSZ-0062 raised after global routing no, Pint 722 µW, IO Port Bufs 5, ao+oa area frac 10.4%, worst-path fanout max 26, Root Buffer clkbuf_8, initial antenna violation count 0, Max-area cell share 49.6%, pwr/cell area 319 nW/µm², Routed wire per std cell 13.0 µm, outcome complete, no violations, Rows 29, area reported by Yosys stat 2720 µm², Async S/R FF share, synth 100%, Hold-fix buffers, CTS 0, CP required 4.08 ns, Cell Area, Placed 2830 µm², worst endpoint data arrival time 2.23 ns, measured slew at the worst slew-check pin 0.669 ns, Synth area leader dfrtp_1, clock sink count 54, FP Core Util 42.2%, pins over their slew limit 0, Worst Setup Path Type reg -> reg, Synth Area in Simple Gates 24.1%, DP Wirelength 3050 µm, clock buffer depth 2, Area Overhead vs Synth 7.63%, Via-to-Cell Ratio 5.54, Slew headroom 55.4%, TritonRoute pass-1 iters 20, Sum Neg Setup Slack 0 ns, # fillers 617, CTS H-Tree Depth 2, setup bufs post-CTS 0, Combinational Power Share 3.8%, Synth logic family simple AND/OR/NAND/NOR gates, MUX share of area 0.413%, Tool Warnings 29, post-cts repair resize count 0, DRC viols 0, Synth area leaders dfrtp_1 (50%), xnor2_1 (4.8%), ha_1 (4.1%), Netlist cell types 44, Hold Path Class reg -> reg, Post-Syn Area 2720 µm², CTS tree done, Sw Ratio 22.8%, area of the core 6460 µm², final wirelength 4630 µm, ys cells 273, Late-Pin Clk Latency 0.31 ns, peak supply drop 0.000166 V
-- metal layers --
metal	vias to the layer above	part of all wire, %	wire (µm)	track usage, %
met5	-	0	0	0
met4	0	1.3	59	2.31
met3	7	3.0	140	1.99
met2	30	44	2050	21.7
met1	935	51	2380	22.5
li1	1002	-	-	-
-- synthesized netlist by cell type (5+ instances only) --
master and number:
nand3_1 17, nand2_1 18, nor4_1 5, or3_1 10, a21oi_1 13, nand4_1 16, dfrtp_1 54, xnor2_1 15
xor2_1 10, nor3_1 7, o21ai_0 15, inv_1 11, ha_1 9, nor2_1 22
-- critical path, stage by stage, from the launching register on --
cell     delay [ns]
dfrtp_1        0.43
inv_1          0.07
ha_1           0.13
nor4b_1        0.37
nand3_1        0.33
o21ai_2        0.20
buf_4          0.31
nor2_1         0.09
-- flip-flops by register name (all words and copies together), names as in the netlist --
signal,count
led_cntrl_inst.n_min_count,6
led_cntrl_inst.n_sec_led,1
timer_inst.sec_count,6
led_cntrl_inst.n_min_led,1
led_cntrl_inst.n_min_count1,5
timer_inst.count,26
led_cntrl_inst.n_sec_count,6
timer_inst.one_sec_timer,1
led_cntrl_inst.n_hour_led,1
timer_inst.one_min_timer,1
-- worst paths after layout --
kind / cells after the start / start / end / slack [ns]
setup / recovery: 7 / timer_inst.count[0] / timer_inst.count[10] / 1.85
hold / removal: 1 / led_cntrl_inst.n_hour_led / led_cntrl_inst.n_hour_led / 0.47
setup reg to reg: 7 / timer_inst.count[0] / timer_inst.count[10] / 1.85
hold reg to reg: 1 / led_cntrl_inst.n_hour_led / led_cntrl_inst.n_hour_led / 0.47
max in group asynchronous: 2 / reset_n / timer_inst.count[7] / 2.87
min in group asynchronous: 2 / reset_n / led_cntrl_inst.n_min_count[2] / 0.59
-- stage by stage --
stage | cells | worst slack (ns) | utilization, % | power [µW]
final | 356 | 1.85 | 45.4 | 935
after global routing | 356 | 1.70 | 45.4 | 977
after CTS | 356 | 1.83 | 45.4 | 949
after detailed placement | 348 | 1.69 | 43.8 | 618
after global placement | 348 | 1.70 | 43.8 | 618
after floorplan | 273 | 2.15 | - | 597
-- cell families after synthesis --
kind of cell	count (synthesis)
xor gates and xnor gates	25
and+or+nand+nor	119
muxes	1
DFF	54
buffers and inverters	20
adders and majority gates	9
AOI/OAI and AO/OA	45
-- power groups by stage --
stage	clock (µW)	sequential (µW)	combinational [µW]
6_report	329	570	35.5
5_1_grt	365	571	41.3
4_1_cts	342	570	37.0
-- area by class of cell --
cell class	count	area [µm²]	area share [%]
clock buffer	6	82.6	2.82
clock inverter	2	17.5	0.598
inverter	11	41.3	1.41
multi-input combinational	199	1280	43.7
sequential	54	1350	46.1
tap	77	96.3	3.29
timing repair buffer	7	60.1	2.05
-- placed cells by master, fill, tap and decap left out, drive strengths merged, types with 5 or more instances in the layout --
master  count
xnor2      15
clkbuf      6
o21ai      16
inv        11
ha          9
nor2       22
xor2       10
nand3      17
nor3        7
or3        11
or4         5
nand4      16
nand2      18
nor4        5
dfrtp      54
a21oi      16
Power and IR drop assume default switching activity.
